$ cat flow/constraint.sdc
current_design Sequence_Detector

set clk_period 1.6
set clk_io_pct 0.2

create_clock -name clk0 -period $clk_period [get_ports {clock}]

set non_clock_inputs [all_inputs -no_clocks]
set_input_delay [expr $clk_period * $clk_io_pct] -clock clk0 $non_clock_inputs
set_output_delay [expr $clk_period * $clk_io_pct] -clock clk0 [all_outputs]
$ cat flow/design.v
module Sequence_Detector(sequence_in,clock,reset,detector_out);
input clock; 
input reset; 
input sequence_in; 
output reg detector_out; 
parameter  Zero=3'b000,
  One=3'b001, 
  OneZero=3'b011, 
  OneZeroOne=3'b010, 
  OneZeroOneOne=3'b110;
reg [2:0] current_state, next_state; 
always @(posedge clock, posedge reset)
begin
 if(reset==1) 
 current_state <= Zero;
 else
 current_state <= next_state;
end 
always @(current_state,sequence_in)
begin
 case(current_state) 
 Zero:begin
  if(sequence_in==1)
   next_state <= One;
  else
   next_state <= Zero;
 end
 One:begin
  if(sequence_in==0)
   next_state <= OneZero;
  else
   next_state <= One;
 end
 OneZero:begin
  if(sequence_in==0)
   next_state <= Zero;
  else
   next_state <= OneZeroOne;
 end 
 OneZeroOne:begin
  if(sequence_in==0)
   next_state <= OneZero;
  else
   next_state <= OneZeroOneOne;
 end
 OneZeroOneOne:begin
  if(sequence_in==0)
   next_state <= OneZero;
  else
   next_state <= One;
 end
 default:next_state <= Zero;
 endcase
end
always @(current_state)
begin 
 case(current_state) 
 OneZeroOneOne:  detector_out <= 1;
 default:  detector_out <= 0;
 endcase
end 
endmodule
$ cat flow/config.mk
export PLATFORM = sky130hd
export DESIGN_NAME = Sequence_Detector
export DESIGN_NICKNAME = Sequence_Detector
export VERILOG_FILES = /design/flow/design.v
export SDC_FILE = /design/flow/constraint.sdc
export NUM_CORES = 4
export LEC_CHECK = 1
export CORE_AREA = 10 10 70 70
export DIE_AREA = 0 0 80 80
$ cat flow/run.sh
#!/bin/bash
# OpenROAD 26Q1-2900-gdf79404cd8, Yosys 0.63+post, stock flow scripts
make -C /OpenROAD-flow-scripts/flow DESIGN_CONFIG=/design/flow/config.mk WORK_HOME=/design/flow/orfs finish
==> results.sh <==
# physical design summary
export IMPL_hold_viol_final=0
export IMPL_die_height_um=80
export IMPL_syn_to_final_growth_pct=67.91
export IMPL_leakage_uw=0.0001114
export IMPL_ff_latch_area_um2=126.4
export IMPL_fmax_mhz=705.7
export IMPL_setup_reg_to_reg_worst_slack_ns=0.81
export IMPL_synth_simple_gate_area_share=0.1716
export IMPL_post_synth_instance_area_um2=167.7
export IMPL_ys_sh_mux=0
export IMPL_final_max_slew_viol_count=0
export IMPL_congestion_overflow_gr=0
export IMPL_setup_worst_path_class="flip-flop to primary output"
export IMPL_post_cts_setup_buffers=0
export IMPL_regToRegStartpoint="current_state[2]"
export IMPL_cts_repair_resizes=0
export IMPL_drt_pass1_iterations=4
export IMPL_clkTransAtPathRegs_ns=0.04
export IMPL_setup_violations=0
export IMPL_log_warning_count=25
export IMPL_postSynthRegisterBits=5
export IMPL_largest_register="current_state"
export IMPL_dieWidth_um=80
export IMPL_postCtsHoldBufs=0
export IMPL_grt_usage=0.01208
export IMPL_synthAdderAreaFrac=0
export IMPL_crit_arrival_ns=1.10
export IMPL_yosys_area_share_xor_xnor=0
export IMPL_unrepaired_setup_endpoints_after_global_routing="false"
export IMPL_critPathSlowestCell="sky130_fd_sc_hd__clkdlybuf4s50_1"
export IMPL_htree_num_levels=1
export IMPL_design_core_area_mm2=0.003416
export IMPL_drive_gt1_frac=0.2000
export IMPL_num_antenna_cells=0
export IMPL_top_cell_family_by_delay_on_the_critical_path="buffers and inverters"
export IMPL_layout_min_cycle_time_ns=1.417
export IMPL_routed_length_per_placed_instance_um=5.318
export IMPL_clock_path_buffers=2
export IMPL_cts_buffers=3
export IMPL_max_slew_margin_rel=0.8732
export IMPL_crit_path_start_kind="flip-flop"
export IMPL_io_pins=4
export IMPL_totalNegativeSetupSlack_ns=0
export IMPL_critical_path_n_buffers_inverters=1
export IMPL_wp_data_required_ns=1.28
export IMPL_route_detailed_vias_per_inst=1.621
export IMPL_ctsRootBufferMaster="sky130_fd_sc_hd__clkbuf_4"
export IMPL_residual_drc=0
export IMPL_critical_path_depth=1
export IMPL_syn_inst=13
export IMPL_logic_area_um2=37.54
export IMPL_largest_reg_flops=5
export IMPL_cts_sinks=5
export IMPL_detail_route_antenna_nets=0
export IMPL_layout_worst_path_cycle_share=0.8857
export IMPL_synth_yosys_seq_area_share=0.7537
export IMPL_grt_pass1_vias=132
export IMPL_detailroute_via_count=107
export IMPL_layout_top_cell="sky130_fd_sc_hd__dfrtp_1"
export IMPL_gp_congestion=0.6560
export IMPL_tightest_slew_ns=0.1887
export IMPL_powerDensity_mw_per_mm2=1092
export IMPL_floorplan_core_util=0.04908
export IMPL_synth_area_yosys_um2=167.7
export IMPL_clock_skew_final_ns=0.001924
export IMPL_routed_wirelength_um=351
export IMPL_synth_cellmix_compoundShare=0.05224
export IMPL_vdd_drop_max_uv=249.0
export IMPL_maxCapViolCount=0
export IMPL_cpPeakStageDelay_ns=0.48
export IMPL_largest_registers="current_state (5)"
export IMPL_endpoint_kind="primary output"
export IMPL_synth_comb_largest_family="simple AND/OR/NAND/NOR gates"
export IMPL_run_status="completed"
export IMPL_grt_start_max_net_pins=6
export IMPL_critical_path_peak_fanout=3
export IMPL_crit_path_cell_trace="clkdlybuf4s50_1"
export IMPL_worst_hold_check_path_type="primary input to async pin"
export IMPL_layout_top_cells="sky130_fd_sc_hd__dfrtp_1, sky130_fd_sc_hd__nor2_1, sky130_fd_sc_hd__clkbuf_4, sky130_fd_sc_hd__clkdlybuf4s50_1, sky130_fd_sc_hd__and2_1"
export IMPL_worst_r2r_path_depth=1
export IMPL_timing_rr_end="current_state[3]"
export IMPL_synthesis_area_per_instance_um2=12.90
export IMPL_detailedRoute_firstIterationViolations=1
export IMPL_place_hpwl_um=285.1
export IMPL_rows=21
export IMPL_grt_antenna_before_repair=0
export IMPL_grt_pass1_wl_um=558
export IMPL_p_total_uw=307.3
export IMPL_place_port_buffers=3
export IMPL_ys_types=7
export IMPL_fillers=407
export IMPL_die_area_mm2=0.006400
export IMPL_synthesis_yosys_warnings=1
export IMPL_yosys_cells=13
export IMPL_clock_insertion_delay_worst_skew_ns=0.24
export IMPL_tritoncts="yes"
==> kinds of logic after synthesis <==
family | after synthesis
DFF | 5
AOI/OAI and AO/OA | 1
and+or+nand+nor | 6
buffers and inverters | 1
==> worst max-delay path by stage <==
stage | startpoint | to | slack [ns]
CTS | current_state[2] | detector_out | 0.16
global route | current_state[2] | detector_out | 0.12
finish | current_state[2] | detector_out | 0.18
==> power by group <==
part           internal [µW]  switching, µW  leakage (µW)
registers                138           5.18     0.0000654
logic                   11.9           9.19     0.0000310
clock network           94.1           48.6     0.0000150
total                    244           62.9      0.000111
==> cell usage after synthesis <==
cell | n | share of area
sky130_fd_sc_hd__dfrtp_1 | 4 | 0.60
sky130_fd_sc_hd__o31a_1 | 1 | 0.052
sky130_fd_sc_hd__nor2_1 | 3 | 0.067
sky130_fd_sc_hd__and2_1 | 2 | 0.075
sky130_fd_sc_hd__dfstp_2 | 1 | 0.16
sky130_fd_sc_hd__nor3_1 | 1 | 0.030
sky130_fd_sc_hd__inv_1 | 1 | 0.022
==> per-layer routing <==
layer	GRT usage	part of all wire	vias to the layer above
li1	-	-	54
met1	0.01477	0.54	47
met2	0.01043	0.28	6
met3	0.01705	0.17	0
met4	0.003521	0	0
met5	0	0	-
==> layout make-up <==
cell class,count,share of cell area
multi-input cells,7,0.1333
flip-flops and latches,5,0.4489
well taps,46,0.2044
inverters,1,0.01333
clock buffers,4,0.09333
repair buffers,3,0.1067
==> through the flow <==
stage                     setup WS, ns  cells  hold WS, ns  utilization  instance area (µm²)
after floorplan                 0.8483     13      0.09779            -                167.7
after detailed placement        0.4213     62       0.4774      0.07473                255.2
final                           0.1830     66       0.2923      0.08242                281.5
after global routing            0.1231     66       0.3023      0.08242                281.5
after global placement          0.4316     62       0.4650      0.07473                255.2
after CTS                       0.1598     66       0.2872      0.08242                281.5
Power figures rest on the tool's default switching activity, not on a simulated workload.
