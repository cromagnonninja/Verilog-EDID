==> ./design.v <==
module RippleAdder(a,b,cin,sum,cout);
input [3:0] a,b; 
input cin; 
output [3:0] sum; 
output cout; 
wire w1,w2,w3; 
full_adder_2 f1(a[0],b[0],cin,sum[0],w1);
full_adder_2 f2(a[1],b[1],w1,sum[1],w2);
full_adder_2 f3(a[2],b[2],w2,sum[2],w3);
full_adder_2 f4(a[3],b[3],w3,sum[3],cout);
endmodule 
module full_adder_2(a,b,cin,sum,cout);
    input a,b,cin;
    output sum,cout; 
    assign sum = a^b^cin;  
    assign cout = (a&b) | (b&cin) | (a&cin); 
endmodule  
==> ./run.sh <==
#!/bin/bash
# OpenROAD 26Q1-2900-gdf79404cd8, Yosys 0.63+post, stock flow scripts
make -C /OpenROAD-flow-scripts/flow DESIGN_CONFIG=/design/flow/config.mk WORK_HOME=/design/flow/orfs finish
==> ./config.mk <==
export PLATFORM = sky130hd
export DESIGN_NAME = RippleAdder
export DESIGN_NICKNAME = RippleAdder
export VERILOG_FILES = /design/flow/design.v
export SDC_FILE = /design/flow/constraint.sdc
export NUM_CORES = 4
export LEC_CHECK = 1
export CORE_AREA = 10 10 70 70
export DIE_AREA = 0 0 80 80
==> ./constraint.sdc <==
current_design RippleAdder

set clk_period 3.8
set clk_io_pct 0.2

create_clock -name clk0 -period $clk_period

set non_clock_inputs [all_inputs -no_clocks]
set_input_delay [expr $clk_period * $clk_io_pct] -clock clk0 $non_clock_inputs
set_output_delay [expr $clk_period * $clk_io_pct] -clock clk0 [all_outputs]
==> flow_summary.yaml <==
# yosys + openroad results
status:
  outcome: "complete, no violations"
yosys:
  simple_gate_area_frac: 0
  most_common_cell: "inv_1"
  syn_area_um2: 148
  yosysTopAreaCell: "fa_1"
  syn_inst: 18
  postSynthAreaPerCell_um2: 8.20
  ys_seq_share: 0
  ys_sh_adder: 0.542
  yosys_area_um2: 148
  synthAoiAreaFrac: 0
  synthTopCellsByCount: "inv_1, buf_4, fa_1"
  ys_cells: 18
  topCellsByArea: "fa_1, inv_1, buf_4"
  mux_share: 0
  top_logic_kind: "adder cells"
  synth_top_area_share: 0.542
  xor_share: 0
  ys_types: 3
  yosysWarnings: 0
detailed_routing:
  wl_um: 393
  vias_per_cell: 1.57
  drt-initial-drc-count: 0
  diodes: 0
  num_vias: 116
  first_pass_iters: 1
  drc: 0
  wl_per_cell_um: 5.31
  drtAntennaViolNets: 0
global_routing:
  antenna_found_initial: 0
  grt_max_degree: 2
  grt_overflow: 0
  grt_first_pass_wirelength_um: 600
  gr-usage-all-layers: 0.0118
  first_global_vias: 137
timing:
  layout_setup_ws_ns: 0.156
  worst_pin_slew_ns: 0.0977
  fmax_mhz: 274
  rsz0062_at_grt: "no"
  maxSlewViolCount: 0
  holdWs_ns: 2.38
  finalHoldViolations: 0
  slew-limit-headroom: 0.935
  finalCritPeriodShare: 0.959
  fin_crit_ns: 3.64
  finalSetupViolations: 0
  setup_tns_ns: 0
floorplanning:
  ios: 14
  placement_rows: 21
  die_x_um: 80
  floorplanUtilization: 0.0432
  die_h_um: 80
  core_um2: 3420
  die_area_um2: 6400
placement:
  dp_cells: 74
  port_buffers: 14
  dpl_worst_slack_ns: -0.169
  hpwl_um: 387
  gp_congestion: 0.746
  place_area_um2: 315
worst_hold_path:
  hp-class: "in2out"
final_layout:
  nClkBuffers: 0
  fin_util: 0.0938
  regArea_um2: 0
  stdcell_count: 74
  logic_area_um2: 87.6
  ff_count: 0
  area_growth_pct: 117
  drive_gt1_frac: 0.250
  fillCellCount: 407
  fin_area_um2: 320
power_and_ir_drop:
  ir_drop_uv: 27.5
  p_per_area_nw_per_um2: 114
  power.internal_uw: 25.6
  leakage_nw: 0.133
  sequentialPowerShare: 0
  swShare: 0.298
  combPwrFrac: 1.000
  p_switching_uw: 10.8
  power_frac_clock: 0
  power_uw: 36.4
setup_path:
  critPathKind: "in2out"
  crit_fanout: 1
  crit_path_end: "sum[3]"
  cp.required_ns: 3.04
  cp-startpoint: "cin"
  start_kind: "input pin"
  cp.arrival_ns: 2.88
  worstSetupEndpointType: "output pin"
run:
  cap_violations: 0
  warnings: 32
cts:
  post_cts_buffers: 0
  ctsHoldBuffers: 0
-- cell type report --
class	instances	area share
Multi-Input combinational cell	4	0.273
Tap cell	46	0.180
Timing Repair Buffer	14	0.430
Inverter	10	0.117
-- cell usage in the layout, fill, tap and decap left out --
| cell type | count |
|---|---|
| inv_2 | 4 |
| clkdlybuf4s50_1 | 12 |
| fa_1 | 1 |
| inv_1 | 6 |
| dlygate4sd2_1 | 2 |
| fa_2 | 3 |
-- power groups by stage --
stage | registers (mW) | logic (mW) | clock network (mW)
CTS | 0 | 0.0380 | 0
global route | 0 | 0.0431 | 0
finish | 0 | 0.0364 | 0
-- metal layers --
metal  vias to the layer above  share of wire  routed length [um]  track usage
li1                         60              -                   -            -
met1                        42           0.55                 217       0.0200
met2                        14           0.16                  62       0.0104
met3                         0           0.29                 113      0.00909
met4                         0              0                   0            0
met5                         -              0                   0            0
-- repair_timing --
action | in CTS | in global routing
pin swaps | 4 | 1
gates resized | 9 | 0
setup endpoints to repair | 2 | 1
-- how the worst min path moves through the flow --
stage	start	to	cells after the start
final	b[3]	sum[3]	5
after global routing	b[3]	cout	5
after CTS	b[3]	sum[3]	5
-- kinds of logic (layout without fill, tap and decap cells) --
group	Yosys count	count (layout)
adders and majority gates	4	4
buffers and inverters	14	24
-- worst max-delay path: stages --
cell             delay [ns]
clkdlybuf4s50_1        0.47
inv_2                  0.04
fa_2                   0.37
inv_2                  0.06
fa_2                   0.20
fa_2                   0.20
inv_2                  0.04
fa_1                   0.49
inv_1                  0.03
dlygate4sd2_1          0.23
No activity file was given, so power comes from the tool's default toggle rates.
