File: design/flow/design.v
module counter(rst, clk, out);
input rst, clk; 
output[7:0] out; 
reg[7:0] out; 
always @ (posedge clk or posedge rst)
begin 
if(rst == 1)
out <= 0; 
else 
out <= out+1; 
end
endmodule    
File: design/flow/run.sh
#!/bin/bash
# OpenROAD 26Q1-2900-gdf79404cd8, Yosys 0.63+post, stock flow scripts
make -C /OpenROAD-flow-scripts/flow DESIGN_CONFIG=/design/flow/config.mk WORK_HOME=/design/flow/orfs finish
File: design/flow/config.mk
export PLATFORM = sky130hd
export DESIGN_NAME = counter
export DESIGN_NICKNAME = counter
export VERILOG_FILES = /design/flow/design.v
export SDC_FILE = /design/flow/constraint.sdc
export NUM_CORES = 4
export LEC_CHECK = 1
export CORE_AREA = 10 10 70 70
export DIE_AREA = 0 0 80 80
File: design/flow/constraint.sdc
current_design counter

set clk_period 1.3
set clk_io_pct 0.2

create_clock -name clk0 -period $clk_period [get_ports {clk}]

set non_clock_inputs [all_inputs -no_clocks]
set_input_delay [expr $clk_period * $clk_io_pct] -clock clk0 $non_clock_inputs
set_output_delay [expr $clk_period * $clk_io_pct] -clock clk0 [all_outputs]
==> flow_summary.ini <==
; flow metrics
[run_status]
status = finished, final reports clean

[synth]
yosys.area_share.xor_xnor_pct = 16.4
synth_chip_area_um2 = 320
ys_cells = 25
ys_seq_share_pct = 62.5
synth.area.mux_share_pct = 0
synth.cellmix.simpleShare_pct = 14.8
aoi_share_pct = 0
syn_avg_cell_area_um2 = 12.8
yosys_warnings = 1
total_standard_cell_area_after_synthesis_um2 = 320
synthesis.instances = 25
synth_flop_count = 8
synth.logic.top_family = XOR/XNOR gates
synthAdderAreaFrac_pct = 3.91
synth.lib_cells_used.distinct = 11

[cts]
cts_htree_levels = 1
cts_num_sinks = 8
clkLatencyLatePin_ns = 0.25
cts_tree = done
clkSlewWorstSetupHoldPaths_ns = 0.05
clockRootBuffer = sky130_fd_sc_hd__clkbuf_4
ctsHoldBuffers = 0
cts_made_buffers = 3
cts.path.max_buffers = 2

[setup_path]
start_kind = flop
cp_cell_sequence = dlygate4sd2_1
worst_r2r_path_depth = 4
reg2reg_start = out[2]$_DFF_PP0_
crit_path_top_delay_cell = sky130_fd_sc_hd__dfrtp_1
critPathTopFamily = flip-flops
cp-startpoint = out[3]$_DFF_PP0_
timing_worst_setup_path_type = flop to output port
critical-path-max-stage-delay_ns = 0.39
path_max_fanout = 2
ff2ff_setup_slack_ns = 0.25
critPathBufInv = 1
cp_data_arrival_time_ns = 0.89
critical_path_required_ns = 1.04
setup.worst_path.end_class = output port
worstReg2RegEnd = out[7]$_DFF_PP0_

[final_layout]
final_layout_top_logic_cells = sky130_fd_sc_hd__dfrtp_1 (8), sky130_fd_sc_hd__dlygate4sd2_1 (8), sky130_fd_sc_hd__buf_4 (8)
final_design_area_no_fill_um2 = 541
final_layout_size_suffix_gt1_share_pct = 28.9
largest_register_ff_count = 8
biggestRegsByFlops = out (8)
final_core_utilization_pct = 15.8
regMostFlops = out
stdcell_count = 91
synthToLayoutAreaGrowth_pct = 68.7

[place]
place_congestion = 0.670
placement.io_buffers = 9
post-place-cells = 81
placement.cell_area_um2 = 475
dp_worst_setup_slack_ns = 0.112
dp_hpwl_um = 588

[flow_run]
max_cap_viol_count = 0
tool_warnings = 25

[floorplanning]
fp-row-count = 21
die_x_um = 80
core_area_um2 = 3420
floorplan.io_pins = 10
die_h_um = 80
initial_utilization_pct = 9.38
die-area_um2 = 6400

[sta]
fin_crit_ns = 1.15
relSlewSlack_pct = 79.4
finalHoldViolCount = 0
worst_pin_slew_ns = 0.309
fin_skew_ns = 0.000967
maxSlewViolCount = 0
hold_worst_slack_ns = 0.256
fin_crit_sh_pct = 88.6
max_freq_mhz = 868
fin_tns_setup_ns = 0
finalWorstSetupSlack_ns = 0.148
rsz0062_at_grt = no
finalSetupViolCount = 0

[route]
routed_wirelength_um = 801
antenna-diode-count = 0
firstDrtPassIters = 2
drt-wirelength-per-cell_um = 8.80
antenna_violating_nets_post_route = 0
detail_route.iter0.violations = 8
route.detailed.drc = 0
via_count = 246
drt-vias-per-instance = 2.70

[global_routing]
globalRoute.totalOverflow = 0
antenna_found_initial = 0
global_route.usage.total_pct = 3.00
grt_pass1_wl_mm = 1.47
grt_pass1_vias = 287
grt_start_max_net_pins = 9

[worst_hold_path]
timing.hold.worst.class = primary input to async pin

[power]
vdd_drop_max_mv = 0.189
power.leakage_nw = 0.268
fin_total_pwr_mw = 0.441
power_density_nw_per_um2 = 816
## synthesized netlist by cell type (all sizes together)
master	n	area, um^2
ha	1	12.5
and3	1	6.26
inv	2	7.51
xor2	3	26.3
xnor2	3	26.3
dfrtp	8	200
nor3	1	10.0
nor2	1	3.75
nand2	2	7.51
nand3	3	20.0
## logic make-up after synthesis
logic type / after synthesis
xor gates and xnor gates: 6
adders and majority gates: 1
buffers and inverters: 2
DFF: 8
and+or+nand+nor: 8
## how the worst max path moves through the flow
stage,depth (start not counted),endpoint,slack (ns)
finish,1,out[3],0.15
global route,1,out[3],0.09
CTS,1,out[3],0.13
## power by group
group	switching (mW)	internal [mW]	leakage [nW]	total, mW
logic	0.00498	0.00280	0.152	0.00778
registers	0	0.249	0.102	0.249
clock network	0.0785	0.105	0.0138	0.184
## metal layers
metal	up-vias	routed length, um	track usage [%]
met1	115	343	3.52
met3	0	123	2.61
met5	-	0	0
met4	0	0	0.528
met2	9	335	4.09
li1	122	-	-
## cell type report
type	count	area, um^2
Tap cell	46	57.6
Fill cell	383	2880
Timing Repair Buffer	17	140
Clock buffer	3	22.5
Sequential cell	8	200
Inverter	2	7.51
Multi-Input combinational cell	15	113
## timing repair
item                                    in CTS  in global routing
endpoints found under the hold margin        0                  0
setup buffers                                7                  0
resized                                      8                  0
endpoints found under the setup margin       8                  0
Power figures rest on the tool's default switching activity, not on a simulated workload.
